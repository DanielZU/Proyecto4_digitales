$ cat config.mk
export PLATFORM = sky130hd
export DESIGN_NAME = clk_PWM
export DESIGN_NICKNAME = clk_PWM
export VERILOG_FILES = /design/flow/design.v
export SDC_FILE = /design/flow/constraint.sdc
export NUM_CORES = 4
export LEC_CHECK = 1
export CORE_AREA = 10 10 70 70
export DIE_AREA = 0 0 80 80
$ cat constraint.sdc
current_design clk_PWM

set clk_period 1.2
set clk_io_pct 0.2

create_clock -name clk0 -period $clk_period [get_ports {clk}]

set non_clock_inputs [all_inputs -no_clocks]
set_input_delay [expr $clk_period * $clk_io_pct] -clock clk0 $non_clock_inputs
set_output_delay [expr $clk_period * $clk_io_pct] -clock clk0 [all_outputs]
$ cat design.v
`timescale 1ns / 1ps
module clk_PWM(
   	input wire clk, rst, 
	   output wire pwmclk
);
reg[5:0] c_pwmclk, c_pwmclk_next;
always@(posedge clk, posedge rst)
begin
	if(rst)
		c_pwmclk <= 6'b0;
	else
		c_pwmclk <= c_pwmclk_next;
end
always@*
begin
	c_pwmclk_next = (c_pwmclk==6'd39)? 6'b0 : c_pwmclk + 1'b1;
end
assign pwmclk = (c_pwmclk==6'd39);
endmodule
$ cat run.sh
#!/bin/bash
# OpenROAD 26Q1-2900-gdf79404cd8, Yosys 0.63+post, stock flow scripts
make -C /OpenROAD-flow-scripts/flow DESIGN_CONFIG=/design/flow/config.mk WORK_HOME=/design/flow/orfs finish
==> results.yml <==
# flow metrics
sta:
  slew_viol_final: 0
  tightestPinTransition_ps: 233
  fin_ws_ps: -123
  setup_viol: 1
  rsz0062_at_grt: "yes"
  hold_viol_final: 0
  skew_ps: 8.56
  fmax_ghz: 0.756
  period_used_pct: 110
  tns_ps: -123
  timing.hold.ws_ps: 199
  final.min_clock_period_ps: 1320
  relSlewSlack_pct: 84.4
grt:
  overflow: 0
  busiest_layer: "met2"
  grt_util_met1_pct: 2.02
  met2_usage_pct: 2.73
  antenna_found_initial: 0
  grt_usage_pct: 1.81
  grt.met3_usage_pct: 1.14
  grt_max_degree: 7
  grt_pass1_wl_um: 993
  grt_pass1_vias: 249
pwr:
  power_frac_comb_pct: 1.8
  vdd_drop_max_uv: 322
  seqPwrFrac_pct: 50.8
  p_int_uw: 319
  p_sw_uw: 79.9
  swShare_pct: 20.0
  clkPwrFrac_pct: 47.4
  p_leak_nw: 0.206
  total_power_uw: 399
  power_density_mw_per_mm2: 914
final_layout:
  largest_register_ffs: 6
  final-instance-count-excl-fill: 83
  regMostFlops: "c_pwmclk"
  drive_gt1_share_pct: 45.9
  final_cell_mix: "buf_4, dfrtp_1, nor2_1, clkbuf_4"
  top_regs: "c_pwmclk (6)"
  final_common_cell: "buf_4"
  utilization_pct: 12.8
  final_cell_area_sq_um: 437
  syn2layout_area_growth_pct: 71.1
  layout.filler_cells: 388
cts:
  insertion_delay_ps: 250
  numCtsBuffers: 3
  clk_path_buf_depth: 2
  clkSlewWorstSetupHoldPaths_ps: 50
  postCtsHoldBufs: 0
  clock_sinks: 6
  cts_tree: "built"
  cts_root_buf: "clkbuf_4"
  h-tree-depth: 1
floorplanning:
  fp.coreArea_sq_mm: 0.00342
  fp_util_pct: 7.47
  die_w_um: 80
  row_count: 21
  ios: 3
  fp.dieH_um: 80
  dieArea_sq_mm: 0.00640
yosys:
  area_leaders: "dfrtp_1, xor2_1, nor2_1, ha_1, a32o_1"
  ys_types: 12
  syn_area_per_cell_sq_um: 11.6
  ys.warnings.count: 1
  synth_top_area_share_pct: 58.8
  top_area_cell: "dfrtp_1"
  ys_seq_elements: 6
  mappedNetlistArea_sq_um: 255
  ys_chip_area_sq_um: 255
  ys_seq_share_pct: 58.8
  synthCells: 22
  ys_cells: 22
route:
  antenna_left: 0
  drc_errors: 0
  vias: 228
  vias_per_cell: 2.75
  wl_um: 532
  first_pass_iters: 4
  wl_per_cell_um: 6.41
  num_antenna_cells: 0
  dr.first_iter.drc_count: 2
placement:
  place_hpwl_um: 364
  portBuffers: 2
  dp.cells: 78
  placed_area_sq_um: 393
  gp_congestion: 0.832
  place_ws_ps: -253
setup_path:
  worstSetupEndpointType: "primary output"
  critPathLaunchType: "flip-flop"
  cp_max_fo: 2
  worstSetupPathType: "reg -> out"
  worstPathArrival_ps: 1080
  cp.required_ps: 960
hold_path:
  worst_hold_path_type: "in -> async"
flow_run:
  cap_viol_max_count: 0
  warning_count: 27
run_status:
  outcome: "finished, violations left"
  violations: "negative setup slack"
[logic make-up (layout without fill, tap and decap cells)]
| group | Yosys count | in the layout | synth area share, % |
|---|---|---|---|
| adders and majority gates | 1 | 1 | 4.90 |
| DFF | 6 | 6 | 58.8 |
| xor gates and xnor gates | 3 | 3 | 10.3 |
| and+or+nand+nor | 9 | 9 | 17.2 |
| AOI/OAI and AO/OA | 2 | 2 | 7.35 |
| buffers and inverters | 1 | 16 | 1.47 |
[cells in the mapped netlist]
library cell and number:
a2bb2oi_1 1, a32o_1 1, and3_1 1, and4_1 1, dfrtp_1 6, ha_1 1
inv_1 1, nand2_1 1, nand3_1 2, nor2_1 4, xnor2_1 1, xor2_1 2
[cell type report]
cell class | instances | area [sq um] | area share [%]
Sequential cell | 6 | 150 | 34.4
Multi-Input combinational cell | 15 | 113 | 25.8
Clock buffer | 3 | 22.5 | 5.16
Tap cell | 46 | 57.6 | 13.2
Inverter | 1 | 3.75 | 0.860
Timing Repair Buffer | 12 | 90.1 | 20.6
[timing repair]
| action | in CTS | in global routing |
|---|---|---|
| gates resized | 6 | 0 |
| pin swaps | 5 | 2 |
| buffers inserted | 1 | 1 |
| setup endpoints to repair | 1 | 2 |
[power by group through the flow]
stage         Sequential [mW]  Clock (mW)  Combinational [mW]
global route            0.203       0.206             0.00810
finish                  0.203       0.189             0.00713
CTS                     0.203       0.191             0.00743
[critical path, stage by stage (launching register included)]
cell and delay, ps:
dfrtp_1 380, nor2_2 130, and4_1 220, buf_2 100
[layer usage]
metal / part of all wire (%) / vias up
met5: 0 / -
met3: 7.9 / 2
met2: 47 / 8
met4: 2.1 / 0
met1: 43 / 111
li1: - / 107
[path summary, 6_finish.rpt]
check	depth (start not counted)	slack (ps)	end	start
max in group asynchronous	2	800	c_pwmclk[2]	rst
setup / recovery	3	-120	pwmclk	c_pwmclk[4]
hold reg to reg	1	520	c_pwmclk[1]	c_pwmclk[1]
setup reg to reg	5	10	c_pwmclk[5]	c_pwmclk[0]
min in group clk0	1	520	c_pwmclk[1]	c_pwmclk[1]
hold / removal	2	200	c_pwmclk[3]	rst
Power is estimated from default activity; no workload was simulated.
