`/design/flow/config.mk`:
```
export PLATFORM = sky130hd
export DESIGN_NAME = I_PD
export DESIGN_NICKNAME = I_PD
export VERILOG_FILES = /design/flow/design.v
export SDC_FILE = /design/flow/constraint.sdc
export NUM_CORES = 4
export LEC_CHECK = 1
export CORE_UTILIZATION = 40
```
`/design/flow/constraint.sdc`:
```
current_design I_PD

set clk_period 26.4
set clk_io_pct 0.2

create_clock -name clk0 -period $clk_period [get_ports {clk}]

set non_clock_inputs [all_inputs -no_clocks]
set_input_delay [expr $clk_period * $clk_io_pct] -clock clk0 $non_clock_inputs
set_output_delay [expr $clk_period * $clk_io_pct] -clock clk0 [all_outputs]
```
`/design/flow/design.v`:
```
`timescale 1ns / 1ps
module Derivador #(parameter size=19)
	(
		input wire clk, rst, EN,
		input wire signed [size-1:0] yk,
		output wire signed [size-1:0] dk
    );
wire signed[size-1:0] NEG_yk;
wire signed[size-1:0] yk_yk1, yk1;
assign NEG_yk=-yk;
Reg_n #(size) Registro_yk1 (
    .In(NEG_yk), 
    .rst(rst), 
    .clk(clk), 
    .EN(EN), 
    .Out(yk1)
    );
Sumador #(size,1) Suma1
	(
		.A(yk),
		.B(yk1),
		.D(yk_yk1) 
    );
Multiplicador #(size,1) Mult_150 (
    .A(-19'sd150), 
    .B(yk_yk1), 
    .Multi(dk)
    );
endmodule
`timescale 1ns / 1ps
module I_PD #(parameter size=19) 
	(
		input wire clk, rst, EN,
		input wire signed [size-1:0] yk, rk,
		output wire signed[size-1:0] pidk
    );
wire signed[size-1:0] dk, ik, pk, ik_pk,Cpidk;
Derivador #(size) Derivador_k (
    .clk(clk), 
    .rst(rst), 
    .EN(EN), 
    .yk(yk), 
    .dk(dk)
    );
Integrador #(size) Integrador_k (
    .clk(clk), 
    .rst(rst), 
    .EN(EN), 
    .yk(yk), 
    .rk(rk), 
    .ik(ik)
    );
Proporcional #(size) Proporcional_k (
    .yk(yk), 
    .pk(pk)
    );
Sumador #(size,1) Restador_ik_pk (
    .A(dk), 
    .B(pk), 
    .D(ik_pk)
    );
Sumador #(size,1) Restador_pidk (
    .A(ik_pk), 
    .B(ik), 
    .D(Cpidk)
    );
Reg_n #(size) Registro_salida (
    .In(Cpidk), 
    .rst(rst), 
    .clk(clk), 
    .EN(EN), 
    .Out(pidk)
    );
endmodule
`timescale 1ns / 1ps
module Integrador #(parameter size=19)
	(
		input wire clk, rst, EN,
		input wire signed [size-1:0] yk, rk,
		output signed [size-1:0] ik
    );
wire signed [size-1:0] ek, ek_7, ik1;
wire signed[size-1:0] NEG_yk;
assign NEG_yk=-yk;
Sumador #(size,1) Error (
    .A(rk), 
    .B(NEG_yk), 
    .D(ek)
    );
Multiplicador #(size,1) Mult_7 (
    .A(19'd7), 
    .B(ek), 
    .Multi(ek_7)
    );
Sumador #(size,1) Suma_ik1 (
    .A(ek_7), 
    .B(ik1), 
    .D(ik)
    );
Reg_n #(size) Registro_ik1 (
    .In(ik), 
    .rst(rst), 
    .clk(clk), 
    .EN(EN), 
    .Out(ik1)
    );
endmodule
`timescale 1ns / 1ps
module Multiplicador #(parameter size=22, parameter sign=1)
	(
		input wire signed [size-1:0] A, B,
		output wire signed [size-1:0] Multi 
    );
reg signed[size*2-1:0] Multg;
always @ *
begin
	Multg=A*B;
	if (A=={size{1'b0}} | B=={size{1'b0}})
		Multg={(size*2){1'b0}};
	else
	begin
		if(A[size-1]==B[size-1]) 
		begin
			if(|Multg[size*2-1:size])
				Multg[size-1:0]={1'b0,{(size-1){1'b1}}};
		end
		else 
		begin
			if(~&Multg[size*2-1:size])
				Multg[size-1:0]={1'b1,{(size-1){1'b0}}};
		end
	end
end
assign Multi=Multg[size-1:0];
endmodule
`timescale 1ns / 1ps
module Proporcional #(parameter size=13) 
	(
		input wire signed[size-1:0] yk,
		output wire signed[size-1:0] pk
    );
Multiplicador #(size,1) Mult_18 (
    .A(-19'sd18), 
    .B(yk), 
    .Multi(pk)
    );
endmodule
`timescale 1ns / 1ps
module Reg_n# (parameter size=19)
	(
		input wire [size-1:0] In,
		input wire rst, clk, EN,
		output wire [size-1:0] Out
    );
reg [size-1:0] Reg;
always @(posedge clk , posedge rst)
begin
	if (rst) begin      
		Reg <= {size{1'b0}};
	end
	else if (EN) begin     
		Reg <= In;
	end
end
assign Out=Reg;
endmodule
`timescale 1ns / 1ps
module Sumador #(parameter size=22, parameter sign=1)
	(
		input wire signed [size-1:0] A,B,
		output wire signed [size-1:0] D
    );
reg signed [size-1:0] R;
always @ *
begin
	R=A+B;
	if(A[size-1]==1'b0 && B[size-1]==1'b0 && R[size-1]==1'b1) begin
		R={{sign{1'b0}},{(size-1){1'b1}}}; end
	else if (A[size-1]==1'b1 && B[size-1]==1'b1 && R[size-1]==1'b0) begin
		R={{sign{1'b1}},{(size-1){1'b0}}}; end
end
assign D=R;
endmodule
```
`/design/flow/run.sh`:
```
#!/bin/bash
# OpenROAD 26Q1-2900-gdf79404cd8, Yosys 0.63+post, stock flow scripts
make -C /OpenROAD-flow-scripts/flow DESIGN_CONFIG=/design/flow/config.mk WORK_HOME=/design/flow/orfs finish
```
==> out/qor.txt <==
Final Util -> 44.32%
Cycle use final -> 74.00%
Cell type with the largest total area -> ha_1
CP Max Fanout -> 20
Clock buffer depth -> 2
Die Area -> 0.04143 sq mm
DRC -> 0
Filler cells -> 3879
Initial DRC count -> 562
Worst Clk Skew -> 0.01170 ns
CTS clock-pin slew for the worst setup and hold paths -> 0.06 ns
Synth logic family -> adder cells
DRT Wirelength -> 40.17 mm
Register area share after synthesis -> 8.778%
Tool warnings -> 78
Fmax -> 0.05119 GHz
GRT overflow -> 0
Most instantiated logic cells after routing -> 310 x ha_1, 273 x inv_1, 146 x a21oi_1, 120 x nand2_1, 114 x fa_1
Crit path launch type -> input pin
Yosys stat cell total -> 1959
Status -> finished, final reports clean
Synth Instances -> 1959
Post-DP HPWL -> 34.71 mm
Pins over their slew limit -> 0
First-pass DRT Iterations -> 5
CP dominant cell by count -> ha_1
Die Y -> 203.6 um
Largest cells by area -> ha_1 24%, fa_1 14%, dfrtp_1 8.8%
Yosys cell types -> 89
Slew @ Worst Pin -> 0.8772 ns
Hold slack -> 0.5171 ns
Area reported by Yosys stat -> 0.01625 sq mm
Critical path arrival -> 19.76 ns
Unrepaired setup endpoints after global routing -> false
Final hold viol count -> 0
Simple share -> 14.27%
Top FF cell, synth -> dfrtp_1
# IOs -> 60
Post-synth ARST share -> 100.0%
Top cell excl fill/tap -> ha_1
MUX share of area -> 2.164%
CTS Hold Buffers Added -> 0
CTS root buf -> clkbuf_16
Non-filler instance count after layout -> 2529
Critical Path RT -> 26.62 ns
Htree depth -> 3
Synth Cell Area -> 0.01625 sq mm
Post-route antenna net violation count -> 0
Via Count -> 13510
RD Place Congestion -> 0.9612
Global-route wire length before repair -> 68.50 mm
Total GRT Usage -> 20.98%
Post-cts gate resize count -> 0
WL per Instance -> 15.88 um
Clock Latency Late Sink -> 0.34 ns
Yosys adder share -> 37.91%
Area share, top type -> 23.87%
Setup repair bufs after CTS -> 0
Metal-1 WL -> 19.25 mm
Mean Syn Cell Area -> 8.295 sq um
Compound Share, Synth -> 21.98%
Met2 wire len -> 18.72 mm
CP max-delay cell -> nand4_1
Hold WC Path Type -> reg2reg
DR WL met3 -> 1.577 mm
Post-place instance area -> 0.01739 sq mm
Setup TNS -> 0 ns
Ratio of cells with drive above 1 in the final layout -> 4.743%
Cell total after placement -> 2512
Vias in the first global route -> 13650
Initial antenna violation count -> 5
Rows -> 73
Vias per cell -> 5.342
Die Width -> 203.6 um
Clock Sink Count -> 57
CP Class -> in2reg
Crit. End Element -> register
Worst rel slew slack -> 40.90%
Synthesis-to-finish area growth -> 8.855%
CORE AREA -> 0.03991 sq mm
FP Util -> 40.71%
PortBufs -> 59
Minimum clock period -> 19.54 ns
Uppermost layer routed -> met5
Pre-CTS setup slack -> 6.593 ns
EDFF count, synth -> 0
Final design instance area without fill -> 0.01769 sq mm
Synth Register Bits -> 57
Largest net degree at the start of global routing -> 42
Synthesis Warnings -> 3
Maxcap violations -> 0
TritonCTS Buffers -> 9
Worst setup margin -> 6.863 ns
TritonCTS clock tree -> done
Xor/xnor cell area share of the yosys netlist -> 7.169%
Max incr delay on CP -> 0.61 ns
Final Setup Violations -> 0
## registers in the layout (all words and copies together), names as in the netlist
signal and cells:
Registro_salida.Reg 19, Derivador_k.Registro_yk1.Reg 19, Integrador_k.Registro_ik1.Reg 19
## Yosys cell counts, types with 19 or more instances
| master | n |
|---|---|
| a211oi_1 | 35 |
| a21o_1 | 58 |
| a21oi_1 | 146 |
| a31oi_1 | 25 |
| clkbuf_1 | 34 |
| dfrtp_1 | 57 |
| fa_1 | 114 |
| ha_1 | 310 |
| inv_1 | 274 |
| mux2_2 | 23 |
| nand2_1 | 120 |
| nand2b_1 | 21 |
| nand3_1 | 40 |
| nor2_1 | 105 |
| nor2b_1 | 20 |
| nor3_1 | 59 |
| o21a_1 | 29 |
| o21ai_0 | 97 |
| o21bai_1 | 19 |
| xnor2_1 | 83 |
| xor2_1 | 50 |
## path summary, 6_finish.rpt
check | start | to | slack [ns] | cells past startpoint
max in group asynchronous | rst | Derivador_k.Registro_yk1.Reg[12]$_DFFE_PP0P_ | 20.21 | 3
worst max-delay path | yk[1] | Registro_salida.Reg[16]$_DFFE_PP0P_ | 6.86 | 58
worst min-delay path | Integrador_k.Registro_ik1.Reg[0]$_DFFE_PP0P_ | Integrador_k.Registro_ik1.Reg[0]$_DFFE_PP0P_ | 0.52 | 1
worst max register to register | Derivador_k.Registro_yk1.Reg[0]$_DFFE_PP0P_ | Registro_salida.Reg[16]$_DFFE_PP0P_ | 12.69 | 50
min in group asynchronous | rst | Registro_salida.Reg[1]$_DFFE_PP0P_ | 5.30 | 2
worst min register to register | Integrador_k.Registro_ik1.Reg[0]$_DFFE_PP0P_ | Integrador_k.Registro_ik1.Reg[0]$_DFFE_PP0P_ | 0.52 | 1
## layer usage
layer  GRT usage [%]  vias up
li1                -     6959
met1           30.20     6351
met2           34.40      155
met3           3.592       36
met4           2.739        8
met5               0        -
## worst max-delay path, delay by kind of cell
kind | cells | cell delay (ns)
buf+inv | 6 | 1.24
fa+ha+maj | 9 | 3.10
compound gates | 23 | 5.22
xor+xnor | 2 | 0.45
simple gates | 16 | 3.81
mux | 2 | 0.64
## kinds of logic after synthesis
logic type | after synthesis
xor gates and xnor gates | 133
buffers and inverters | 323
muxes | 31
DFF | 57
AOI/OAI and AO/OA | 532
adders and majority gates | 424
and+or+nand+nor | 459
## final cells by class
| type | count | area (sq um) | area share [%] |
|---|---|---|---|
| multi-input combinational | 1579 | 13570 | 76.70 |
| sequential | 57 | 1426 | 8.064 |
| inverter | 277 | 1040 | 5.878 |
| timing repair buffer | 74 | 698.2 | 3.947 |
| tap | 525 | 656.9 | 3.714 |
| clock buffer | 11 | 242.7 | 1.372 |
| clock inverter | 5 | 55.05 | 0.3112 |
| antenna | 1 | 2.502 | 0.01415 |
