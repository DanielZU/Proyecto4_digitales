## run.sh

```bash
#!/bin/bash
# OpenROAD 26Q1-2900-gdf79404cd8, Yosys 0.63+post, stock flow scripts
make -C /OpenROAD-flow-scripts/flow DESIGN_CONFIG=/design/flow/config.mk WORK_HOME=/design/flow/orfs finish
```

## config.mk

```make
export PLATFORM = sky130hd
export DESIGN_NAME = TOP_PruebaRecepcion
export DESIGN_NICKNAME = TOP_PruebaRecepcion
export VERILOG_FILES = /design/flow/design.v
export SDC_FILE = /design/flow/constraint.sdc
export NUM_CORES = 4
export LEC_CHECK = 1
export CORE_UTILIZATION = 40
```

## constraint.sdc

```tcl
current_design TOP_PruebaRecepcion

set clk_period 6.4
set clk_io_pct 0.2

create_clock -name clk0 -period $clk_period [get_ports {clk}]

set non_clock_inputs [all_inputs -no_clocks]
set_input_delay [expr $clk_period * $clk_io_pct] -clock clk0 $non_clock_inputs
set_output_delay [expr $clk_period * $clk_io_pct] -clock clk0 [all_outputs]
```

## design.v

```verilog
`timescale 1ns / 1ps
module CapturaMensaje(
	 input wire clk,
	 input wire rst,
	 input wire EN,
	 input wire data_in,
	 output reg Listo,
	 output reg CS,
	 output wire [15:12] Zeros,
    output wire [11:0] Dato
    );
reg [1:0] act_state, next_state;  
reg [3:0] cont_act, cont_next;  
reg [15:0] bus_act, bus_next; 
always @ (posedge clk, posedge rst) 
	if(rst)  
		begin
			act_state <= 2'b00;
			cont_act <= 4'b0;
			bus_act <= 16'b0;
		end
	else  
		begin
			act_state <= next_state;
			cont_act <= cont_next;
			bus_act <= bus_next;
		end
always @ (negedge clk )
begin
	next_state = act_state; 
	Listo = 1'b0;
	cont_next = cont_act;
	bus_next = bus_act;
	CS=1'b1;
	case (act_state)  
		2'b00:
					begin
					CS=1'b1;
					bus_next=16'b0;
					if (EN)
						next_state=2'b01;
					end
		2'b01:  
					begin
					CS=1'b0;
					bus_next = {bus_act[14:0],data_in};
					cont_next = 4'b1110; 
					next_state = 2'b10; 
					end
		2'b10: 
					begin
					CS=1'b0;
					bus_next = {bus_act[14:0],data_in}; 
					if (cont_act==0) 
						next_state = 2'b11;
					else 
						cont_next = cont_act - 1'b1;
					end
		2'b11:  
			begin
				next_state = 2'b01;  
				CS=1'b1;
				Listo = 1'b1;  
			end
		endcase
end
assign Dato = bus_act [11:0]; 
assign Zeros = bus_act [15:12]; 	
endmodule
`timescale 1ns / 1ps
module Habilitador(
		input wire clk, EN, rst,
		input wire CS,
		output reg Hab
    );
reg [7:0] filtro_act;
wire [7:0] filtro_next; 
reg CS_act; 
wire CS_next;
wire fall_edge;
reg [1:0] state_act, state_next,cont_act,cont_next; 
always @ (posedge clk, posedge rst)
	if (rst)
		begin
			filtro_act <= 8'b0;
			CS_act <= 1'b0;
		end
	else
		begin 
			filtro_act <= filtro_next;
			CS_act <= CS_next;
		end
assign filtro_next = {CS, filtro_act[7:1]};
assign CS_next = (filtro_act == 8'hff) ? 1'b1 :
						(filtro_act==8'h00) ? 1'b0 :
						CS_act;
assign fall_edge = ~(CS_act) & CS_next;
always @ (posedge clk, posedge rst)
begin
	if (rst)
		begin
			state_act <= 2'b0;
			cont_act <= 2'b0;
		end
	else
		begin
			state_act <= state_next;
			cont_act <= cont_next;
		end
end
always @ *
begin 
	state_next = state_act;
	Hab = 1'b0;
	cont_next = cont_act;
	case (state_act)
		2'b00: begin
				if (fall_edge && EN)
					state_next = 2'b01;
					cont_next = 2'b10;
			end
		2'b01: begin
				Hab = 1'b0;
				if (cont_act==2'b0)
					state_next = 2'b10;
				else
					cont_next = cont_act-1'b1;
			end
		2'b10: begin 
				Hab = 1'b1;
				state_next = 2'b00;
				end
	endcase
end	
endmodule
`timescale 1ns / 1ps
module Registro(
    input wire [11:0] dato_in,
	 input wire EN,
    input wire rst,
    input wire clk,
    output reg[11:0] dato_out
    );
always @ (posedge clk, posedge rst)
	if (rst)
		dato_out <= 12'h800;
	else if (EN)
		dato_out <= dato_in;
endmodule
`timescale 1ns / 1ps
module TOP_PruebaRecepcion(
    input clk,
    input rst,
	 input EN,
    input Data_in,
	 output wire [11:0] DatoOut,
	 output wire[3:0]Zeros,
	 output clkmodif,
	 output REN,
	 output CS
    );
wire [11:0] Dato;
wire listo;
wire clkdiv;
wire [11:0]datoL;	
wire CCS;
wire CCS2;
assign clkmodif=clkdiv;
assign CS=CCS;
assign CCS2=CCS;
clk_adc clkadc(
   	.clk(clk), 
		.rst(rst), 
	   .adcclk(clkdiv)
		);
Habilitador Hab(
		.clk(clk), 
		.EN(EN), 
		.rst(rst),
		.CS(CCS2),
		.Hab(REN)
    );
CapturaMensaje Captura(
	 .clk(clkdiv),
	 .rst(rst),
	 .EN(EN),
	 .data_in(Data_in),
	 .Listo(listo),
	 .CS(CCS),
	 .Zeros(Zeros),
	 .Dato(Dato)
    );
Registro DatoL(
    .dato_in(Dato),
	 .EN(listo),
    .rst(rst),
    .clk(clk),
    .dato_out(DatoOut)
    );
endmodule
`timescale 1ns / 1ps
module clk_adc(
   	input wire clk, rst, 
	   output wire adcclk
);
reg[14:0] c_adcclk, c_adcclk_next;
always@(posedge clk, posedge rst)
begin
	if(rst)
		c_adcclk <= 15'b0;
	else
		c_adcclk <= c_adcclk_next;
end
always@*
begin
	c_adcclk_next = (c_adcclk==15'd29405)? 15'b0 : c_adcclk + 1'b1;
end
assign adcclk = (c_adcclk==15'd29405);
endmodule
```

==> Flow_metrics.wiki <==
== Run summary ==
{| class="wikitable"
! Metric !! Value
|-
| Routing layer with the top usage in global route || met1
|-
| N_diodes || 0
|-
| Detailed Route WL || ~4.8 mm
|-
| Buffer depth of the longest clock path || 2
|-
| LEAKAGE || 1.55 nW
|-
| DP Wirelength || between 3 and 4 mm
|-
| Final-report hold violation count || 0
|-
| Post-synthesis cell type with the largest combined area || sky130_fd_sc_hd__dfrtp_1
|-
| Routed WL per cell || ~13 microns
|-
| Post-synth tally of flip-flops with integrated enable || 0
|-
| Dominant register cell || sky130_fd_sc_hd__dfrtp_1
|-
| Total of hold buffers inserted after clock tree synthesis || 0
|-
| I/O Buffers || 22
|-
| Area post-placement || 0.00344 sq mm
|-
| Highest achievable clock rate || 328 MHz
|-
| Die width || between 90 and 100 microns
|-
| Async set-reset flop share out of synthesis || 72.4%
|-
| Maximum number of pins on one net before global-route repair || 47
|-
| Vias in the first global route || about 1700
|-
| Sum of negative setup slack || 0 ns
|-
| Ratio of total power to cell area || 125 mW/mm^2
|-
| Global Route met3 Usage || 1.98%
|-
| Share of cells above drive strength 1 || 10.7%
|-
| Count of unclocked register or latch pins || between 40 and 50
|-
| Post-cts sizing count || 0
|-
| Post-route insts no fill || ~370
|-
| Final Setup Violations || 0
|-
| Dominant cell area share || between 30% and 40%
|-
| Post-route DRC violation count || 0
|-
| Vias || around 1800
|-
| Clock latency of the later-clocked register in the worst-skew pair || 0.28 ns
|-
| Fin Clk Skew || 0.00205 ns
|-
| Placeable core region || 0.00737 sq mm
|-
| Footprint of the flip-flops and latches || between 0.002 and 0.0025 sq mm
|-
| CTS clock-pin slew for the worst setup and hold paths || ~0.08 ns
|-
| Largest driver fanout on the critical path || 3
|-
| Synthesized cell area || 0.00310 sq mm
|-
| Yosys stat chip area || approximately 0.0031 sq mm
|-
| Area growth from synthesis to final layout || 13.9%
|-
| Synth unique cells || 40
|-
| GRT met2 Usage || a little under a fifth
|-
| Routability congestion estimate || roughly 0.77
|-
| DP Cell Count || 362
|-
| Number of design-rule violations left by the first detailed-router iteration || between 80 and 90
|-
| Result of the run || complete, no violations
|-
| Initial antenna violation count || 0
|-
| Pre-antenna DRT Iters || 4
|-
| CTS tree || done
|-
| Number of nets still failing antenna checks after routing || 0
|-
| Startpoint class of the critical path || register
|-
| Met1 usage || 22.7%
|-
| Cells after Synth || 246
|-
| Tmin final || 3.05 ns
|-
| Synth flops || approximately 87
|-
| CP peak stage delay || 0.51 ns
|-
| Headroom to the max-slew limit || 51.2%
|-
| Post-DR vias/cell || 4.81
|-
| Mapped Avg Cell Area || between 10 and 15 sq um
|-
| Slowest library cell on the worst path || sky130_fd_sc_hd__clkdlybuf4s50_1
|-
| Arrival time worst endpoint || around 1.8 ns
|-
| Most numerous cell types in the synthesized netlist || sky130_fd_sc_hd__dfrtp_1, sky130_fd_sc_hd__nor2_1, sky130_fd_sc_hd__dfxtp_1, sky130_fd_sc_hd__dfrtn_1, sky130_fd_sc_hd__a22oi_1
|-
| Fp util || 42.0%
|-
| Tally of yosys warning messages || 4
|-
| Final critical-path setup slack || 3.35 ns
|-
| Most used standard cell by instance count after synthesis || sky130_fd_sc_hd__dfrtp_1
|-
| Tool warnings || 29
|-
| Type of the setup path with the least slack || register to output port
|-
| Critical path capture point type || output port
|-
| Slew Limit Fails || 0
|-
| Number of unconstrained endpoints || 52
|-
| Total non-filler cell area in the finished layout || 0.00353 sq mm
|-
| Placement Rows || 31
|-
| Number of fillers in the final layout || 683
|-
| Worst-path cell chain || nand4bb_1, nor4_2, clkdlybuf4s50_1
|-
| Number of buffers created by CTS || 5
|-
| Unrepaired setup endpoints after global routing || no
|-
| Cells in synth_stat.txt || 246
|-
| Aggregate global-route resource usage || between 10% and 20%
|-
| CP required || 5.12 ns
|-
| GRT overflow || 0
|-
| Die footprint || between 0.008 and 0.009 sq mm
|-
| Cell area leaders || sky130_fd_sc_hd__dfrtp_1, sky130_fd_sc_hd__dfrtn_1, sky130_fd_sc_hd__dfxtp_1
|-
| Library cell used as clock root buffer || sky130_fd_sc_hd__clkbuf_8
|-
| Combined area of the multi-input logic cells || 957 sq um
|-
| Min-Delay Path Class || register to register
|-
| Proportion of synthesized chip area in sequential cells || 66.5%
|-
| Worst setup slack after placement || 3.64 ns
|-
| Maximum Capacitance Violations || 0
|-
| Largest voltage drop on the vdd net || 0.0836 mV
|-
| H-tree depth reported by CTS || 2
|-
| Worst slew pin tran || 0.732 ns
|-
| Post-CTS setup buffers || 0
|-
| Cycle use final || 47.6%
|-
| Global-route wire length before repair || 8.35 mm
|-
| Total I/O pin count || 23
|-
| Die y size || between 90 and 100 microns
|}
-- per-layer routing --
metal,vias to the layer above,wire length (microns)
met4,0,65
li1,894,-
met1,858,2580
met2,22,2000
met3,5,146
met5,-,0
-- registers in the layout (all words and copies together) (netlist names) --
register,flops
Captura.CS,1
Captura.Listo,1
Captura.act_state,2
Captura.bus_act,16
Captura.bus_next,16
Captura.cont_act,4
Captura.cont_next,4
Captura.next_state,2
DatoL.dato_out,12
Hab.CS_act,1
Hab.cont_act,2
Hab.filtro_act,8
Hab.state_act,3
clkadc.c_adcclk,15
-- placed cells by master, fill, tap and decap left out, types with 3 or more instances in the layout --
cell type	count
sky130_fd_sc_hd__mux2_2	13
sky130_fd_sc_hd__nor3_1	4
sky130_fd_sc_hd__nand3_1	3
sky130_fd_sc_hd__nor4_1	3
sky130_fd_sc_hd__clkbuf_8	6
sky130_fd_sc_hd__a21oi_1	4
sky130_fd_sc_hd__nand2_1	9
sky130_fd_sc_hd__a22oi_1	17
sky130_fd_sc_hd__dfrtp_1	39
sky130_fd_sc_hd__nor2_1	30
sky130_fd_sc_hd__nand4_1	5
sky130_fd_sc_hd__o21ai_0	5
sky130_fd_sc_hd__clkdlybuf4s50_1	22
sky130_fd_sc_hd__buf_4	3
sky130_fd_sc_hd__dfxtp_1	24
sky130_fd_sc_hd__xnor2_1	8
sky130_fd_sc_hd__ha_1	8
sky130_fd_sc_hd__inv_1	14
sky130_fd_sc_hd__dfrtn_1	22
-- logic make-up after synthesis --
family,after synthesis,synth area share (%)
AND/OR/NAND/NOR,70,11.8
flip-flops,87,66.5
AND-OR/OR-AND,35,8.08
multiplexers,13,4.73
adder cells (fa/ha/maj),8,3.23
XOR/XNOR,10,2.83
buffers and inverters,23,2.83
-- layout make-up --
type,instances,area share [%]
inverter,15,1.60
sequential,87,58.3
timing repair buffer,25,6.88
multi-input combinational,136,27.1
tap,99,3.51
clock buffer,8,2.55
-- where the power goes --
part           internal [W]  switching, W  leakage [nW]
logic            0.00000219    0.00000792         0.482
registers          0.000259             0          1.03
clock network     0.0000880     0.0000845        0.0455
total              0.000349     0.0000924          1.55
-- per-stage QoR --
| stage | power (W) | hold slack [ns] | util, % |
|---|---|---|---|
| after floorplan | 0.000270 | 0.374 | - |
| after global placement | 0.000275 | 0.384 | 46.7 |
| after detailed placement | 0.000275 | 0.390 | 46.7 |
| after CTS | 0.000450 | 0.407 | 47.9 |
| after global routing | 0.000459 | 0.413 | 47.9 |
| final | 0.000442 | 0.403 | 47.9 |
-- critical path: cells and delay by family, from the launching register on --
family	cells	cell delay, ns
buf+inv	1	0.51
flops	1	0.40
simple gates	2	0.57
-- path summary, 6_finish.rpt --
path / from / to / slack [ns] / depth (start not counted)
setup / recovery: clkadc.c_adcclk[10] / clkmodif / 3.35 / 3
hold / removal: Hab.filtro_act[3] / Hab.filtro_act[2] / 0.40 / 0
setup reg to reg: clkadc.c_adcclk[0] / clkadc.c_adcclk[14] / 4.68 / 5
hold reg to reg: Hab.filtro_act[3] / Hab.filtro_act[2] / 0.40 / 0
max in group asynchronous: rst / DatoL.dato_out[11] / 4.15 / 3
min in group asynchronous: rst / Hab.cont_act[1] / 1.36 / 2
No activity file was given, so power comes from the tool's default toggle rates.
